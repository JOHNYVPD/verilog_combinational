File: config.mk
export PLATFORM = sky130hd
export DESIGN_NAME = bcd_add
export DESIGN_NICKNAME = bcd_add
export VERILOG_FILES = /design/flow/design.v
export SDC_FILE = /design/flow/constraint.sdc
export NUM_CORES = 4
export LEC_CHECK = 1
export CORE_AREA = 10 10 70 70
export DIE_AREA = 0 0 80 80
File: constraint.sdc
current_design bcd_add

set clk_period 6.3
set clk_io_pct 0.2

create_clock -name clk0 -period $clk_period

set non_clock_inputs [all_inputs -no_clocks]
set_input_delay [expr $clk_period * $clk_io_pct] -clock clk0 $non_clock_inputs
set_output_delay [expr $clk_period * $clk_io_pct] -clock clk0 [all_outputs]
File: design.v
module bcd_add(A,B,Cin,Cout,S);
input[3:0]A,B;
input Cin;
output reg Cout;
output reg [3:0]S;
reg [4:0]D;
always @ (*)
begin
D=A+B+Cin;
if (D<10)
{Cout,S}=D;
else
{Cout,S}=D+6;
end
endmodule
File: run.sh
#!/bin/bash
# OpenROAD 26Q1-2900-gdf79404cd8, Yosys 0.63+post, stock flow scripts
make -C /OpenROAD-flow-scripts/flow DESIGN_CONFIG=/design/flow/config.mk WORK_HOME=/design/flow/orfs finish
==> flow_metrics.tcl <==
# implementation run metrics
set metrics [dict create \
    status "completed" \
    worst_slack_ns 1.33 \
    fp.dieH_um 80 \
    cts_resized 0 \
    viasPerCell 2.46 \
    end_kind "output port" \
    yosys_cells 30 \
    drtIter0Drc 3 \
    ant_nets 0 \
    p_per_area_nw_per_um2 123 \
    vdd_drop_max_mv 0.0241 \
    startpoint_type "input port" \
    top_area_cell "fa_1" \
    drc 0 \
    required_ns 5.04 \
    area_growth_pct 84.0 \
    cp_top_family "buffers and inverters" \
    crit_type "input port to output port" \
    postSynthSeqShare_pct 0 \
    critPathMaxStageDelay_ns 0.49 \
    final.clkbuf_count 0 \
    cp_common_cell "inv_1" \
    die_area_um2 6400 \
    grt_pass1_wl_um 979 \
    power_mw 0.0534 \
    dieWidth_um 80 \
    path_buffers 5 \
    drive_above_1_share_pct 11.4 \
    initCoreUtil_pct 6.89 \
    top_cells_by_count "6 x inv_1, 4 x nor2_1, 3 x ha_1" \
    rows 21 \
    wl_met2_um 162 \
    crit_chain "clkdlybuf4s50_1, inv_1, fa_1, inv_1, fa_1, nor2b_1, inv_1, o22ai_1, clkdlybuf4s50_1" \
    synth.distinct_cells 17 \
    warning_count 32 \
    syn_avg_cell_area_um2 7.84 \
    critical-path-slowest-cell "clkdlybuf4s50_1" \
    wl_met1_um 300 \
    core_um2 3420 \
    place_ws_ns 1.31 \
    min_period_over_period_pct 78.9 \
    area_leaders "fa_1 17%, ha_1 16%, inv_1 9.6%" \
    grt_start_max_net_pins 7 \
    syn_inst 30 \
    hold_class "input port to output port" \
    ff_count 0 \
    worstPathArrival_ns 3.71 \
    cellLeakagePower_nw 0.175 \
    slew_headroom_pct 82.4 \
    numPortBuffers 14 \
    met3_length_um 164 \
    finalSetupViolCount 0 \
    tightestPinTransition_ns 0.263 \
    detail_route.wirelength_um 626 \
    num_io_pins 14 \
    post_cts_buffers 0 \
    drv_slew 0 \
    insertedDiodeCount 0 \
    hold_buffers 0 \
    n_fill_cell 402 \
    overflow 0 \
    grt_pass1_vias 226 \
    ff_latch_area_um2 0 \
    antenna_found_initial 0 \
    fin_hold_ws_ns 3.57 \
    rsz0062_at_grt "false" \
    ys_area_um2 235 \
    routabilityCongestion 0.677 \
    tns_ns 0 \
    netlist.area_leader.share_pct 17.0 \
    grt_usage_pct 1.85 \
    vias 221 \
    yosys_warnings 1 \
    yosysMostFrequentCell "inv_1" \
    top_layer "met3" \
    netlist_area_um2 235 \
    hpwl_um 595 \
    path_max_fanout 4 \
    first_pass_iters 2 \
    period_minus_slack_ns 4.97 \
    hold_viol 0 \
    drv_cap 0 \
    wire_per_inst_um 6.96 \
    fmax_mhz 201 \
]
where the power goes:
group	switching [mW]	internal, mW
clock network	0	0
logic	0.0197	0.0337
registers	0	0
total	0.0197	0.0337
worst paths after layout:
check,start,to,depth (start not counted)
hold / removal,Cin,S[0],5
setup / recovery,A[0],S[2],9
per-layer routing:
metal / global-route usage [%] / vias to the layer above
met5: 0 / -
met1: 2.46 / 83
met2: 2.25 / 13
met3: 1.70 / 0
met4: 0 / 0
li1: - / 125
layout make-up:
class / count / area, um2 / share of cell area (%)
timing repair buffer: 14 / 140 / 32.4
inverter: 6 / 22.5 / 5.20
tap: 46 / 57.6 / 13.3
multi-input combinational: 24 / 213 / 49.1
logic make-up after synthesis:
| logic type | count (synthesis) | synth area share [%] |
|---|---|---|
| adder cells (fa/ha/maj) | 5 | 33.0 |
| XOR/XNOR | 3 | 14.4 |
| AND/OR/NAND/NOR | 8 | 18.6 |
| buffers and inverters | 6 | 9.57 |
| AND-OR/OR-AND | 8 | 24.5 |
cells in the final DEF, fill, tap and decap left out:
master,instances
a21o_1,1
a21oi_1,1
a21oi_2,2
clkdlybuf4s50_1,14
fa_1,2
ha_1,3
inv_1,6
nand2_1,1
nand2b_4,1
nand3_1,1
nor2_1,4
nor2b_1,1
o21a_1,1
o21ai_0,1
o21ai_2,1
o22ai_1,1
xnor2_1,2
xnor2_2,1
per-stage QoR:
stage          area, um2  utilization [%]  cells
2_1_floorplan        235                -     30
3_3_place_gp         433             12.7     90
3_5_place_dp         433             12.7     90
4_1_cts              433             12.7     90
5_1_grt              433             12.7     90
6_report             433             12.7     90
Power figures rest on the tool's default switching activity, not on a simulated workload.
