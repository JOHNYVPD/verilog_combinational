===== /design/flow/config.mk =====
export PLATFORM = sky130hd
export DESIGN_NAME = BCD_adder
export DESIGN_NICKNAME = BCD_adder
export VERILOG_FILES = /design/flow/design.v
export SDC_FILE = /design/flow/constraint.sdc
export NUM_CORES = 4
export LEC_CHECK = 1
export CORE_AREA = 10 10 70 70
export DIE_AREA = 0 0 80 80

===== /design/flow/constraint.sdc =====
current_design BCD_adder

set clk_period 6.1
set clk_io_pct 0.2

create_clock -name clk0 -period $clk_period

set non_clock_inputs [all_inputs -no_clocks]
set_input_delay [expr $clk_period * $clk_io_pct] -clock clk0 $non_clock_inputs
set_output_delay [expr $clk_period * $clk_io_pct] -clock clk0 [all_outputs]

===== /design/flow/design.v =====
 module BCD_adder(a,b,cin,s,cout);  
 input [3:0]a; 
 input [3:0]b; 
 input cin;
 output[3:0]s; 
 output cout; 
 wire [3:0]w; 
 wire y,c0,c1,c2,c3,c4,c5; 
 fulladd m1(a[0],b[0],cin,w[0],c0);
 fulladd m2(a[1],b[1],c0,w[1],c1); 
 fulladd m3(a[2],b[2],c1,w[2],c2); 
 fulladd m4(a[3],b[3],c2,w[3],c3); 
 assign y=c3|(w[3]&(w[2]|w[1])); 
 halfadd m5(w[1],y,s[1],c4); 
 fulladd m6(w[2],y,c4,s[2],c5);
 halfadd m7(w[3],c5,s[3],cout); 
 assign s[0]=w[0];
 endmodule
 module fulladd(a,b,cin,s,cout);  
 input a,b;
 input cin; 
 output s; 
 output cout; 
 wire w1,w2,w3;
 halfadd g1(a,b,w1,w2);
 halfadd g2(w1,cin,s,w3);
 assign cout=w3|w2;
 endmodule
 module halfadd(a,b,s,cout);  
 input a,b; 
 output s,cout;
 assign s=a^b;
 assign cout=a&b;
 endmodule

===== /design/flow/run.sh =====
#!/bin/bash
# OpenROAD 26Q1-2900-gdf79404cd8, Yosys 0.63+post, stock flow scripts
make -C /OpenROAD-flow-scripts/flow DESIGN_CONFIG=/design/flow/config.mk WORK_HOME=/design/flow/orfs finish

==> notes.md <==
Run status
- result of the run: complete, no violations

Critical path
- Critical Path Stages: 14
- sequence of cells on the critical path: clkdlybuf4s50_1 > fa_1 > inv_1 > fa_1 > inv_1 > fa_1 > fa_1 > a21o_1 > ha_1 > inv_1 > fa_1 > inv_1 > ha_1 > clkdlybuf4s50_1
- endpoint of the worst setup timing path: s[3]
- type of the setup path with the least slack: input pin to primary output
- Top Family by Delay on Critical Path: adder cells
- Worst setup SP type: input pin
- data arrival time of the critical path: 4610 ps
- combined buffer and inverter count along the critical path: 6
- slowest cell on the critical path: sky130_fd_sc_hd__fa_1
- biggest cell delay along the critical path: 530 ps
- cell seen most often among critical-path stages: sky130_fd_sc_hd__fa_1
- category of the worst setup path capture point: primary output
- startpoint of the worst setup timing path: a[0]
- Req. time, crit path: 4880 ps
- maximum net fanout on the critical path: 3

Timing
- Final Max-Slew Violation Tally: 0
- total of endpoints with negative setup slack in the final report: 0
- transition time at the pin with the least slew margin: 192 ps
- achievable frequency: 172 MHz
- worst slack on hold paths: 3530 ps
- RSZ-0062 raised after global routing: no
- fin crit period: 5830 ps
- summed negative setup slack over all endpoints: 0 ps
- remaining max-slew budget at the tightest pin: 87.2%
- final period utilization: 95.5%
- final number of hold-violating endpoints: 0

Floorplan
- Die ar.: 6400 um^2
- number of rows created at floorplan: 21
- width of the die: 80 um
- die span in y: 80 um
- Top Ports: 14
- floorplan-stage core utilization: 6.30%
- area of the core: 3420 um^2

Drt
- Wirelength per Cell: 7.11 um
- drt first pass iters: 1
- drt first-iter violations: 0
- count of antenna-violating nets left after detailed routing: 0
- diode count: 0
- total length of routed wires: 562 um
- average via count per standard cell: 2.05
- total vias in the final route: 162
- DRC violations left: 0

Placement
- Port Buf Inserts: 14
- routability cong.: 0.802
- DPL Wire Length: 538 um
- placed inst area: 383 um^2

Yosys
- share of synthesized cell area in and-or and or-and compound cells: 5.81%
- Mapped Cells: 23
- ranking of synthesized cells by instance count: 9 x sky130_fd_sc_hd__inv_1, 5 x sky130_fd_sc_hd__fa_1, 4 x sky130_fd_sc_hd__buf_4
- leading area contributor after synthesis: sky130_fd_sc_hd__fa_1
- Avg Cell Area, Syn: 9.36 um^2
- cell types occupying the most area after synthesis: sky130_fd_sc_hd__fa_1 47%, sky130_fd_sc_hd__inv_1 16%, sky130_fd_sc_hd__buf_4 14%
- ys cells: 23
- Synth logic family: adder cells
- total cell area reported by yosys after synthesis: 215 um^2
- YS warnings: 0
- fraction of post-synthesis cell area in the top cell type by area: 46.5%
- xor and xnor fraction of the mapped netlist area: 0%
- Synth Seq Share: 0%
- mux frac, synth: 0%
- distinct cell type count of the synthesized netlist: 7
- post-synthesis adder-cell area fraction: 58.1%
- area of the mapped netlist: 215 um^2
- fraction of the mapped netlist area in simple logic gates: 6.40%
- cell with the most instances after synthesis: sky130_fd_sc_hd__inv_1

Cells and area
- share of layout cells above drive strength 1: 3.03%
- flip-flop and latch count: 0
- final design utilization: 11.2%
- Sequential cell area: 0 um^2
- combinational gate area: 151 um^2
- area grow syn2layout: 77.9%
- count of clock-net buffers in the final layout: 0
- final-layout fill cell count: 403
- final non-filler cell area: 383 um^2

Power and ir drop
- sw frac: 33.5%
- power density normalized to cell area: 148 nW/um^2
- proportion of power drawn by flip-flops and latches: 0%
- leakage power: 0.000167 uW
- Internal Power: 37.8 uW
- Clk pwr share: 0%
- peak ir drop on the vdd network: 0.0000658 V
- net load switching power: 19.0 uW
- share of power burned in combinational logic: 100.0%

Job
- total of max-cap violations: 0
- tool warnings: 32

Global routing
- remaining global-route overflow: 0
- via count of the first global-routing pass: 173
- initial antenna violation count: 0
- GRT Resource Usage Total: 1.81%
- pin count of the biggest net entering global routing: 4
- wire length of the first global-routing pass: 931 um

CTS
- buffers inserted by post-CTS timing repair: 0
- total of cells resized after clock tree synthesis: 0
- post-cts hold-fix buffer tally: 0

Hold path
- worst hold path class: input pin to primary output

## worst min-delay path by stage
stage | from | to | slack, ps | depth (start not counted)
CTS | cin | s[0] | 3540 | 3
global route | cin | s[0] | 3560 | 3
finish | cin | s[0] | 3530 | 3
## cells in the final DEF, fill, tap and decap left out
| cell type | count |
|---|---|
| sky130_fd_sc_hd__a21o_1 | 1 |
| sky130_fd_sc_hd__a21oi_1 | 1 |
| sky130_fd_sc_hd__clkdlybuf4s50_1 | 14 |
| sky130_fd_sc_hd__fa_1 | 5 |
| sky130_fd_sc_hd__ha_1 | 2 |
| sky130_fd_sc_hd__inv_1 | 9 |
| sky130_fd_sc_hd__nand2b_4 | 1 |
## stage by stage
stage / power [uW] / std cells / setup slack, ps
floorplan: 33.3 / 23 / 1120
detailed placement: 58.0 / 79 / 229
finish: 56.8 / 79 / 273
CTS: 58.8 / 79 / 235
global placement: 56.7 / 79 / 287
global route: 66.0 / 79 / 74.0
## cells by family (layout without fill, tap and decap cells)
family,count (synthesis),in the layout
buffers and inverters,13,23
adders and majority gates,7,7
AOI/OAI and AO/OA,2,2
and+or+nand+nor,1,1
## power by group through the flow
stage,clock network [uW],logic [uW],registers (uW)
4_1_cts,0,58.8,0
5_1_grt,0,66.0,0
6_report,0,56.8,0
## final cells by class
class | instances | area share (%)
Multi-Input combinational cell | 10 | 39.5
Timing Repair Buffer | 14 | 36.6
Tap cell | 46 | 15.0
Inverter | 9 | 8.82
## worst min-delay path: cells and delay by family
family	cells	cell delay, ps
fa+ha+maj	1	160
buf+inv	2	930
## routing by layer
| metal | routed length, um | share of wire (%) | vias to the layer above | track usage [%] |
|---|---|---|---|---|
| met2 | 129 | 23 | 13 | 1.77 |
| met4 | 0 | 0 | 0 | 0 |
| li1 | - | - | 81 | - |
| met5 | 0 | 0 | - | 0 |
| met3 | 132 | 23 | 0 | 1.48 |
| met1 | 300 | 53 | 68 | 2.89 |
Power is estimated from default activity; no workload was simulated.
